File: design/flow/config.mk
export PLATFORM = sky130hd
export DESIGN_NAME = fifo
export DESIGN_NICKNAME = fifo
export VERILOG_FILES = /design/flow/design.v
export SDC_FILE = /design/flow/constraint.sdc
export NUM_CORES = 4
export LEC_CHECK = 1
export CORE_UTILIZATION = 30
File: design/flow/constraint.sdc
current_design fifo

set clk_period 6.3
set clk_io_pct 0.2

create_clock -name clk0 -period $clk_period [get_ports {clk}]

set non_clock_inputs [all_inputs -no_clocks]
set_input_delay [expr $clk_period * $clk_io_pct] -clock clk0 $non_clock_inputs
set_output_delay [expr $clk_period * $clk_io_pct] -clock clk0 [all_outputs]
File: design/flow/design.v
module fifo(clk,reset_n,write_en,read_en,data_in,data_out,empty,full);
  parameter FIFO_W = 32;
  parameter FIFO_D = 8;
  input  clk,reset_n,write_en,read_en;
  input [FIFO_W-1:0] data_in;
  output [FIFO_W-1:0] data_out;
  output empty,full;
  wire clk; 
  wire write_en; 
  wire read_en; 
  wire [FIFO_W-1:0] data_in; 
  wire [FIFO_W-1:0] data_out;
  wire empty; 
  wire full;
  reg [FIFO_W-1:0] mem[0:(FIFO_D-1)]; 
  reg tmp_empty; 
  reg tmp_full;
  reg [FIFO_W-1:0] temp_data_out;
  integer front_ptr;
  integer end_ptr;
  always @(posedge clk)
  begin
    if(!reset_n)
    begin
      temp_data_out = 0;
      tmp_empty = 1'b1; 
      tmp_full = 1'b0; 
      front_ptr = 0; 
      end_ptr = 0;
    end
    else
    begin
      if((write_en == 1'b1) && (full == 1'b0))
      begin
        mem[front_ptr] = data_in;
        tmp_empty = 1'b0;
        front_ptr = (front_ptr+1) % FIFO_D;
        if(end_ptr == front_ptr)
        begin
          tmp_full = 1'b1;
        end
      end
      if((read_en == 1'b1) && (empty == 1'b0))
      begin
        temp_data_out = mem[end_ptr];
        tmp_full = 1'b0;
        end_ptr= (end_ptr+1) % FIFO_D;
        if(end_ptr == front_ptr)
        begin
          tmp_empty =1'b1;
        end
      end
      if((read_en == 1'b1) && (empty == 1'b1))
        temp_data_out = 32'bx;
    end
  end  
  assign empty = tmp_empty; 
  assign full = tmp_full; 
  assign data_out = temp_data_out;
endmodule
File: design/flow/run.sh
#!/bin/bash
# OpenROAD 26Q1-2900-gdf79404cd8, Yosys 0.63+post, stock flow scripts
make -C /OpenROAD-flow-scripts/flow DESIGN_CONFIG=/design/flow/config.mk WORK_HOME=/design/flow/orfs finish
==> metrics.yaml <==
yosys_warnings: 2
crit_slowest_cell: "buf_4"
wl_met3_mm: 4.05
rsz0062_at_grt: "no"
status: "completed"
finalSetupViolations: 0
antenna_found_initial: 1
place.port_buffers: 69
yosys.area.top_type_share: 0.495
setup.worst_path.class: "primary input to register"
wl_met2_mm: 18.1
r2r_cells: 9
grt_usage: 0.160
cts_tree: "built"
cts_setup_buffers: 0
holdBufCountCts: 0
reg2reg_from: "front_ptr[1]"
whs_endpoint: "temp_data_out[23]"
finalCritPeriodShare: 0.553
drtIter0Drc: 687
drtPass1Iterations: 5
grt_pass1_vias: 10463
dp_hpwl_mm: 21.2
ys_seq_frac: 0.585
crit_buf_inv: 3
synth_area_per_cell_um2: 13.9
whs_path_depth: 2
async_flop_share: 0
initial_core_util: 0.307
die_height_um: 229
cts.sinks: 326
worst_pin_slew_ps: 880
wl_per_cell_um: 21.6
design_area_um2: 18200
worstPathArrival_ps: 3900
placed_area_um2: 17000
worstPathCellList: "clkdlybuf4s50_1, nand2b_1, buf_4, nor4_4, buf_4, mux2_2, a221oi_1, and4_1, o21ai_1"
cap_viol_max_count: 0
area_leaders: "edfxtp_1 50%, mux2_2 16%, dfxtp_1 9.0%"
top_cells_by_count: "256 x edfxtp_1, 226 x mux2_2, 70 x dfxtp_1, 64 x a32oi_1, 60 x clkbuf_1"
vias: 10133
clkLatencyLatePin_ps: 530
syn_area_um2: 15500
clock.fmax_ghz: 0.287
wl_mm: 40.3
r2r_setup_slack_ps: 3070
synth_stat.cells: 1116
hold_viol: 0
numCtsBuffers: 38
skew_ps: 20.5
top_area_cell: "edfxtp_1"
p_total_mw: 5.61
drc: 0
die_width_um: 229
top_layer: "met4"
hold_ws_ps: 480
netlist_instances: 1116
via_per_inst: 5.44
peakVddDrop_uv: 172
ant_nets: 0
crit_fanout: 43
slew_viol_final: 0
clk_pin_slew_ps: 60
htreeDepth: 2
setup_ws_ps: 2810
final.fill_count: 4729
hp-start: "temp_data_out[23]"
drive_gt1_frac: 0.294
yosys.stat.chipArea_um2: 15500
critPathLaunchType: "primary input"
warnings: 37
hold_path.class: "register to register"
end_kind: "register"
dp.cells: 1793
finalNonFillerCells: 1864
globalplace.congestion: 0.806
area_growth_pct: 17.2
cts-root-buf: "clkbuf_16"
flop_cell: "edfxtp_1"
cts-resized-gates: 0
die_area_um2: 52700
cpMostUsedCell: "buf_4"
critPathRequiredTime_ps: 6720
r2r_end: "temp_data_out[31]"
finalSetupTns_ps: 0
ys_ff: 326
cts.path.max_buffers: 3
wl_met1_mm: 17.4
fin_crit_ps: 3490
top_cell: "edfxtp_1"
ios: 70
p_per_area_nw_per_um2: 308
overflow: 0
dpl_worst_slack_ps: 2270
ys_types: 53
slowest_delay_ps: 550
synth-edff-count: 256
grt_pass1_wl_mm: 62.0
core_um2: 50600
final_core_util: 0.360
grt_max_degree: 126
row_count: 82
slew_headroom: 0.413
crit_family: "buffers and inverters"
p_leak_nw: 6.04
[power breakdown]
part	internal (mW)	switching, mW	total [mW]
Clock	1.31	0.853	2.16
Combinational	0.381	0.434	0.815
Sequential	2.57	0.0635	2.63
[routing by layer]
metal | global-route usage | up-vias
met3 | 0.0678 | 57
li1 | - | 4573
met2 | 0.234 | 402
met1 | 0.231 | 5101
met5 | 0 | -
met4 | 0.0298 | 0
[cells in the final DEF (no fill, tap or decap), types with 12 or more instances in the layout]
master / n
o21ai_0: 35
a21boi_0: 32
buf_4: 25
clkbuf_1: 12
nand3_1: 36
mux2_2: 226
nand2_1: 44
a221oi_1: 32
clkdlybuf4s50_1: 68
mux2_4: 30
edfxtp_1: 256
a32oi_1: 64
and4_1: 33
clkbuf_16: 41
dfxtp_1: 69
nand3b_1: 32
o21ai_1: 32
ha_1: 13
[cells by family after synthesis]
kind of cell,Yosys count,share of synthesized area
buffers and inverters,96,0.0259
adder cells (fa/ha/maj),13,0.0105
XOR/XNOR,5,0.00282
multiplexers,260,0.196
AND-OR/OR-AND,215,0.102
flip-flops,326,0.585
AND/OR/NAND/NOR,201,0.0779
[registers in the layout, summed over array words and instances (netlist names)]
| signal | flops |
|---|---|
| front_ptr | 32 |
| temp_data_out | 32 |
| tmp_full | 1 |
| tmp_empty | 1 |
| mem | 256 |
| end_ptr | 4 |
[how the worst max path moves through the flow]
stage     slack [ps]           endpoint  cells after the start     start
4_1_cts         2830  temp_data_out[29]                      9  write_en
5_1_grt         2630  temp_data_out[13]                      9  write_en
6_report        2810  temp_data_out[29]                      9  write_en
[worst register-to-register path, cell delays in order (launching register included)]
cell     delay, ps
dfxtp_1        520
inv_1          170
ha_1           300
or4_4          560
a211o_4        490
buf_4          340
mux2_1         380
nand3_1         80
and4_1         190
o21ai_1         70
[area by class of cell]
type | instances | area (µm²) | area share
Tap cell | 672 | 841 | 0.0462
Multi-Input combinational cell | 694 | 6100 | 0.335
Sequential cell | 326 | 9090 | 0.500
Inverter | 6 | 22.5 | 0.00124
Antenna cell | 2 | 5.00 | 0.000275
Clock inverter | 9 | 71.3 | 0.00392
Timing Repair Buffer | 95 | 903 | 0.0496
Clock buffer | 60 | 1170 | 0.0642
