File: design.v
module counter8b (clk,rst_n,ld_en,updwn,en,datain,dataout);
  input clk, rst_n,ld_en,updwn,en;           
  input  [7:0] datain;
  output [7:0] dataout;
  reg    [7:0] sdataout;
  always @(posedge clk or negedge rst_n)
    begin
      if(!rst_n)
        sdataout=8'b0;
    else if(ld_en)
          sdataout=datain; 
    else if(!en)
          sdataout=sdataout;
    else if (updwn)
       	   sdataout=sdataout+1;
      	   else
           sdataout=sdataout-1;
     end
  assign dataout=sdataout;
endmodule
File: run.sh
#!/bin/bash
# OpenROAD 26Q1-2900-gdf79404cd8, Yosys 0.63+post, stock flow scripts
make -C /OpenROAD-flow-scripts/flow DESIGN_CONFIG=/design/flow/config.mk WORK_HOME=/design/flow/orfs finish
File: config.mk
export PLATFORM = sky130hd
export DESIGN_NAME = counter8b
export DESIGN_NICKNAME = counter8b
export VERILOG_FILES = /design/flow/design.v
export SDC_FILE = /design/flow/constraint.sdc
export NUM_CORES = 4
export LEC_CHECK = 1
export CORE_AREA = 10 10 73 73
export DIE_AREA = 0 0 83 83
File: constraint.sdc
current_design counter8b

set clk_period 3.7
set clk_io_pct 0.2

create_clock -name clk0 -period $clk_period [get_ports {clk}]

set non_clock_inputs [all_inputs -no_clocks]
set_input_delay [expr $clk_period * $clk_io_pct] -clock clk0 $non_clock_inputs
set_output_delay [expr $clk_period * $clk_io_pct] -clock clk0 [all_outputs]
==> results_dict.tcl <==
# flow metrics
set metrics [dict create \
    tritoncts_clock_tree "built" \
    holdPathStages 2 \
    numPortBuffers 20 \
    crit_path_start_kind "input port" \
    die.size.x_um 83 \
    synthesized_area_per_cell_um2 8.89 \
    synthTopCellsByArea "dfrtp_1 30%, ha_1 11%, o21ai_0 5.3%, nand2_1 5.1%, a21oi_1 4.5%" \
    share_clk_of_total_power_pct 27.5 \
    source_of_the_worst_register_to_register_timing_path "sdataout[2]" \
    htree_levels 1 \
    finalMaxSlewViolations 0 \
    drc_errors 0 \
    effective_utilization_at_floorplan_pct 17.8 \
    number_of_buffers_inserted_to_repair_setup_after_cts 0 \
    timing.hold.worst.start "sdataout[5]" \
    most-common-layout-cells "20 x clkdlybuf4s50_1, 9 x nand2_1, 8 x dfrtp_1" \
    fp.dieH_um 83 \
    maxCapViolCount 0 \
    cts_resized 0 \
    layoutNonFillerInstCount 143 \
    warning_total_across_the_stage_logs 25 \
    timing.critical_path.to_type "register" \
    crit_type "in -> reg" \
    setup_violations 0 \
    cp.arrival_ps 3020 \
    hold_path_end "sdataout[5]" \
    setup_slack_ps 803 \
    power.sequential.fraction_pct 31.1 \
    cts.sink_count 8 \
    ctsHoldBuffers 0 \
    clock_edge_transition_at_the_registers_on_the_reported_setup_and_hold_paths_ps 40 \
    routed_wirelength_um 1700 \
    clock-skew-final_ps 0.404 \
    path_max_fanout 7 \
    post-synth-top-area-fraction_pct 30.0 \
    cts_made_buffers 3 \
    placed_area_um2 916 \
    antenna_diodes 0 \
    finalWeightedCongestion 0.899 \
    initial_antenna_violation_count 0 \
    route.detailed.vias_per_inst 4.48 \
    num_rows 22 \
    post-synth-top-area-cell "dfrtp_1" \
    worstPathRequired_ps 3830 \
    timing_hold_violations_final 0 \
    numPlacedInstances 140 \
    design.core.area_mm2 0.00374 \
    drt-pass1-iter-count 2 \
    power.net_switching_uw 113 \
    drive_above_1_share_pct 5.26 \
    ir_drop_v 0.000146 \
    post-dp-hpwl_um 1420 \
    vias 641 \
    synth_flops 8 \
    clock-root-buffer "clkbuf_8" \
    grt_util_all_layers_pct 4.87 \
    worst-r2r-cell-count 6 \
    cells_after_synth 75 \
    layout_min_cycle_time_ps 2900 \
    grt_pass1_vias 705 \
    chip_area_mm2 0.00689 \
    netSwitchingFraction_pct 30.3 \
    grt_max_degree 19 \
    power.density_cell_area_mw_per_mm2 390 \
    drtAntennaViolNets 0 \
    largest_buffer_count_on_any_clock_path 2 \
    grt_overflow_total 0 \
    layout.cell_area.non_filler_um2 957 \
    synth_cell_types 30 \
    largest_register_ff_count 8 \
    final_common_cell "clkdlybuf4s50_1" \
    ys_cells 75 \
    power.combinational.fraction_pct 41.4 \
    areaGrowthSynthToFinish_pct 43.5 \
    yosysWarnings 1 \
    final_min_period_over_clock_period_pct 78.3 \
    fin_hold_ws_ps 564 \
    aggregate_negative_setup_slack_ps 0 \
    internal_power_uw 260 \
    max_clock_freq_mhz 345 \
    mi_logic_area_um2 448 \
    relSlewSlack_pct 63.9 \
    filler_cell_count 420 \
    wire_per_inst_um 11.9 \
    synth_seq_share_pct 30.0 \
    regToRegSetupSlack_ps 1680 \
    rsz_0062_raised_after_global_routing "false" \
    power_leakage_uw 0.000395 \
    num_io_pins 21 \
    yosysChipArea_um2 667 \
    worstReg2RegEnd "sdataout[7]" \
    ff_latch_area_um2 200 \
    post-place-ws_ps 569 \
    clk_latency_ps 220 \
    timing_worst_slew_pin_value_ps 540 \
    type_of_the_tightest_min_delay_check "reg -> reg" \
    synthesized_area_um2 667 \
    status "completed" \
    grt_first_pass_wirelength_um 3010 \
    initialDrtViolationCount 6 \
]
critical path, stage by stage:
cell	delay, ps
clkdlybuf4s50_1	540
inv_1	180
ha_1	410
o21ai_1	90
or3_1	360
and4_4	190
o31a_1	290
o31ai_1	230
power groups by stage:
stage / clock network [µW] / logic (µW) / registers (µW)
CTS: 106 / 157 / 117
global route: 112 / 176 / 119
finish: 103 / 155 / 116
layout make-up:
cell class,instances,share of cell area [%]
clock buffer,3,4.31
inverter,2,0.784
multi-input combinational,62,46.8
sequential,8,20.9
tap,48,6.27
timing repair buffer,20,20.9
synthesized netlist by cell type:
library cell  instances
ha_1                  6
dfrtp_1               8
nand3_1               1
a21oi_1               6
or3_1                 1
and3b_1               1
nand4b_1              2
fa_1                  1
nand2_1               9
a211o_1               1
o21ai_1               1
nor2_1                2
inv_1                 2
xnor2_1               3
o31a_1                1
o31ai_1               1
o21ai_0               7
clkbuf_1              3
and4_4                1
nor2b_1               1
mux2_2                1
o22ai_1               1
nor4_1                1
a22o_1                1
a21o_1                3
mux2i_1               2
nor3_1                1
a211oi_1              3
o21bai_1              2
nor4b_1               2
kinds of logic after synthesis:
logic type | after synthesis | synth area share [%]
adders and majority gates | 7 | 14.3
muxes | 3 | 4.69
DFF | 8 | 30.0
and+or+nand+nor | 22 | 18.8
buffers and inverters | 5 | 2.81
AOI/OAI and AO/OA | 27 | 25.5
xor gates and xnor gates | 3 | 3.94
worst max-delay path by stage:
stage,start,to,depth (start not counted)
after CTS,updwn,sdataout[7],8
after global routing,updwn,sdataout[7],8
final,updwn,sdataout[7],8
routing by layer:
layer	GRT usage, %	share of wire, %	up-vias
met5	0	0	-
met4	1.23	1.3	0
met3	1.18	3.2	6
met2	9.29	53	9
met1	5.12	43	300
li1	-	-	326
through the flow:
stage          util [%]  total power [µW]
2_1_floorplan         -               209
3_3_place_gp       24.5               272
3_5_place_dp       24.5               274
4_1_cts            25.6               380
5_1_grt            25.6               407
6_report           25.6               374
No activity file was given, so power comes from the tool's default toggle rates.
